**run.sh**
```bash
#!/bin/bash
# OpenROAD 26Q1-2900-gdf79404cd8, Yosys 0.63+post, stock flow scripts
make -C /OpenROAD-flow-scripts/flow DESIGN_CONFIG=/design/flow/config.mk WORK_HOME=/design/flow/orfs finish
```
**config.mk**
```make
export PLATFORM = sky130hd
export DESIGN_NAME = MaquinaEstados
export DESIGN_NICKNAME = MaquinaEstados
export VERILOG_FILES = /design/flow/design.v
export SDC_FILE = /design/flow/constraint.sdc
export NUM_CORES = 4
export LEC_CHECK = 1
export CORE_UTILIZATION = 40
```
**constraint.sdc**
```tcl
current_design MaquinaEstados

set clk_period 5.6
set clk_io_pct 0.2

create_clock -name clk0 -period $clk_period [get_ports {clk}]

set non_clock_inputs [all_inputs -no_clocks]
set_input_delay [expr $clk_period * $clk_io_pct] -clock clk0 $non_clock_inputs
set_output_delay [expr $clk_period * $clk_io_pct] -clock clk0 [all_outputs]
```
**design.v**
```verilog
module MaquinaEstados(
    output reg [15:0] duration,
    input clk,
    input trigger,
    input echo
    );
    reg [8:0] estado;
    reg[15:0] counter;
    reg trig;
    assign trigger= trig;
 always @(posedge clk) 
 begin
    case(estado)
        0: begin
            trig <= 1'b1;
            estado <= 1;
        end
        1: begin
            trig <= 1'b1;
            estado <= 2;
        end  
        2: begin
            trig <= 1'b1;
            estado <= 3;
        end  
        3: begin
            trig <= 1'b1;
            estado <= 4;
        end  
        4: begin
            trig <= 1'b1;
            estado <= 5;
        end  
        5: begin
          trig <= 1'b1;
            if (echo == 1) begin
                counter <= counter + 1;
            end
            estado <= 6;
        end  
        6: begin
         trig <= 1'b1;
            if (echo == 1) begin
                counter <= counter + 1;
            end
            estado <= 7;
        end  
        7: begin
         trig <= 1'b1;
            if (echo == 1) begin
                counter <= counter + 1;
            end
            estado <= 8;
        end  
        8: begin
           trig <= 1'b1;
            if (echo == 1) begin
                counter <= counter + 1;
            end
            estado <= 9;
        end  
        9: begin
            trig <= 1'b1;
            if (echo == 1) begin
                counter <= counter + 1;
            end
            estado <= 10;
        end  
        10: begin
         trig <= 1'b0;
            if (echo == 1) begin
                counter <= counter + 1;
            end
            estado <= 11;
        end  
        11: begin
             trig <= 1'b0;
            if (echo == 1) begin
                counter <= counter + 1;
            end
            estado <= 12;
        end  
        12: begin
             trig <= 1'b0;
            if (echo == 1) begin
                counter <= counter + 1;
            end
            estado <= 13;
        end  
        13: begin
         trig <= 1'b0;
            if (echo == 1) begin
                counter <= counter + 1;
            end
            estado <= 14;
        end  
        14: begin
         trig <= 1'b0;
            if (echo == 1) begin
                counter <= counter + 1;
            end
            estado <= 15;
        end  
        15: begin
         trig <= 1'b0;
            if (echo == 1) begin
                counter <= counter + 1;
            end
            estado <= 16;
        end  
        16: begin
         trig <= 1'b0;
            if (echo == 1) begin
                counter <= counter + 1;
            end
            estado <= 17;
        end  
        17: begin
         trig <= 1'b0;
            if (echo == 1) begin
                counter <= counter + 1;
            end
            estado <= 18;
        end  
        18: begin
         trig <= 1'b0;
            if (echo == 1) begin
                counter <= counter + 1;
            end
            estado <= 19;
        end  
        19: begin
         trig <= 1'b0;
            if (echo == 1) begin
                counter <= counter + 1;
            end
            estado <= 20;
        end  
        20: begin
            if (echo == 1) begin
                counter <= counter + 1;
            end
            estado <= 21;
            trig <= 1'b0;
        end  
        21: begin
            if (echo == 1) begin
                counter <= counter + 1;
            end
            estado <= 22;
            trig <= 1'b0;
        end  
        22: begin
            if (echo == 1) begin
                counter <= counter + 1;
            end
            estado <= 23;
            trig <= 1'b0;
        end  
        23: begin
            if (echo == 1) begin
                counter <= counter + 1;
            end
            estado <= 24;
            trig <= 1'b0;
        end  
        24: begin
            if (echo == 1) begin
                counter <= counter + 1;
            end
            estado <= 25;
            trig <= 1'b0;
        end  
        25: begin
            if (echo == 1) begin
                counter <= counter + 1;
            end
            estado <= 26;
            trig <= 1'b0;
        end  
        26: begin
            if (echo == 1) begin
                counter <= counter + 1;
            end
            estado <= 27;
            trig <= 1'b0;
        end  
        27: begin
            if (echo == 1) begin
                counter <= counter + 1;
            end
            estado <= 28;
            trig <= 1'b0;
        end  
        28: begin
            if (echo == 1) begin
                counter <= counter + 1;
            end
            estado <= 29;
            trig <= 1'b0;
        end  
        29: begin
            if (echo == 1) begin
                counter <= counter + 1;
            end
            estado <= 30;
            trig <= 1'b0;
        end  
        30: begin
            if (echo == 1) begin
                counter <= counter + 1;
            end
            estado <= 31;
            trig <= 1'b1;
        end  
        31: begin
            if (echo == 1) begin
                counter <= counter + 1;
            end
            estado <= 32;
            trig <= 1'b1;
        end  
        32: begin
            if (echo == 1) begin
                counter <= counter + 1;
            end
            estado <= 33;
            trig <= 1'b1;
        end  
        33: begin
            if (echo == 1) begin
                counter <= counter + 1;
            end
            estado <= 34;
            trig <= 1'b1;
        end  
        34: begin
            if (echo == 1) begin
                counter <= counter + 1;
            end
            estado <= 35;
            trig <= 1'b1;
        end  
        35: begin
            if (echo == 1) begin
                counter <= counter + 1;
            end
            estado <= 36;
            trig <= 1'b1;
        end  
        36: begin
            if (echo == 1) begin
                counter <= counter + 1;
            end
            estado <= 37;
            trig <= 1'b1;
        end  
        37: begin
            if (echo == 1) begin
                counter <= counter + 1;
            end
            estado <= 38;
            trig <= 1'b1;
        end  
        38: begin
            if (echo == 1) begin
                counter <= counter + 1;
            end
            estado <= 39;
            trig <= 1'b1;
        end  
        39: begin
            if (echo == 1) begin
                counter <= counter + 1;
            end
            estado <= 40;
            trig <= 1'b1;
        end  
        40: begin
            if (echo == 1) begin
                counter <= counter + 1;
            end
            estado <= 41;
            trig <= 1'b1;
        end  
        41: begin
            if (echo == 1) begin
                counter <= counter + 1;
            end
            estado <= 42;
            trig <= 1'b0;
        end  
        42: begin
            if (echo == 1) begin
                counter <= counter + 1;
            end
            estado <= 43;
            trig <= 1'b0;
        end  
        43: begin
            if (echo == 1) begin
                counter <= counter + 1;
            end
            estado <= 44;
            trig <= 1'b0;
        end  
        44: begin
            if (echo == 1) begin
                counter <= counter + 1;
            end
            estado <= 45;
            trig <= 1'b0;
        end  
        45: begin
            if (echo == 1) begin
                counter <= counter + 1;
            end
            estado <= 46;
            trig <= 1'b0;
        end  
        46: begin
            if (echo == 1) begin
                counter <= counter + 1;
            end
            estado <= 47;
            trig <= 1'b0;
        end  
        47: begin
            if (echo == 1) begin
                counter <= counter + 1;
            end
            estado <= 48;
            trig <= 1'b0;
        end  
        48: begin
            if (echo == 1) begin
                counter <= counter + 1;
            end
            estado <= 49;
            trig <= 1'b0;
        end  
        49: begin
            if (echo == 1) begin
                counter <= counter + 1;
            end
            estado <= 50;
            trig <= 1'b0;
        end  
        50: begin
            if (echo == 1) begin
                counter <= counter + 1;
            end
            estado <= 51;
            trig <= 1'b0;
        end  
        51: begin
            if (echo == 1) begin
                counter <= counter + 1;
            end
            estado <= 52;
            trig <= 1'b0;
        end  
               52: begin
            if (echo == 1) begin
                counter <= counter + 1;
            end
            estado <= 53;
            trig <= 1'b0;
        end  
        53: begin
            if (echo == 1) begin
                counter <= counter + 1;
            end
            estado <= 54;
            trig <= 1'b0;
        end  
        54: begin
            if (echo == 1) begin
                counter <= counter + 1;
            end
            estado <= 55;
            trig <= 1'b0;
        end  
        55: begin
            if (echo == 1) begin
                counter <= counter + 1;
            end
            estado <= 56;
            trig <= 1'b0;
        end  
        56: begin
            if (echo == 1) begin
                counter <= counter + 1;
            end
            estado <= 57;
            trig <= 1'b0;
        end  
        57: begin
            if (echo == 1) begin
                counter <= counter + 1;
            end
            estado <= 58;
            trig <= 1'b0;
        end  
        58: begin
            if (echo == 1) begin
                counter <= counter + 1;
            end
            estado <= 59;
            trig <= 1'b0;
        end  
        59: begin
            if (echo == 1) begin
                counter <= counter + 1;
            end
            estado <= 60;
            trig <= 1'b0;
        end  
        60: begin
            if (echo == 1) begin
                counter <= counter + 1;
            end
            estado <= 61;
            trig <= 1'b1;
        end  
        61: begin
            if (echo == 1) begin
                counter <= counter + 1;
            end
            estado <= 62;
            trig <= 1'b1;
        end  
        62: begin
            if (echo == 1) begin
                counter <= counter + 1;
            end
            estado <= 63;
            trig <= 1'b1;
        end  
        63: begin
            if (echo == 1) begin
                counter <= counter + 1;
            end
            estado <= 64;
            trig <= 1'b1;
        end  
        64: begin
            if (echo == 1) begin
                counter <= counter + 1;
            end
            estado <= 65;
            trig <= 1'b1;
        end  
        65: begin
            if (echo == 1) begin
                counter <= counter + 1;
            end
            estado <= 66;
            trig <= 1'b1;
        end  
        66: begin
            if (echo == 1) begin
                counter <= counter + 1;
            end
            estado <= 67;
            trig <= 1'b1;
        end  
        67: begin
            if (echo == 1) begin
                counter <= counter + 1;
            end
            estado <= 68;
            trig <= 1'b1;
        end  
        68: begin
            if (echo == 1) begin
                counter <= counter + 1;
            end
            estado <= 69;
            trig <= 1'b1;
        end
           69: begin
            if (echo == 1) begin
                counter <= counter + 1;
            end
            estado <= 70;
            trig <= 1'b1;
        end  
        70: begin
            if (echo == 1) begin
                counter <= counter + 1;
            end
            estado <= 71;
            trig <= 1'b0;
        end  
        71: begin
            if (echo == 1) begin
                counter <= counter + 1;
            end
            estado <= 72;
            trig <= 1'b1;
        end  
        72: begin
            if (echo == 1) begin
                counter <= counter + 1;
            end
            estado <= 73;
            trig <= 1'b0;
        end  
        73: begin
            if (echo == 1) begin
                counter <= counter + 1;
            end
            estado <= 74;
            trig <= 1'b0;
        end  
        74: begin
            if (echo == 1) begin
                counter <= counter + 1;
            end
            estado <= 75;
            trig <= 1'b0;
        end  
        75: begin
            if (echo == 1) begin
                counter <= counter + 1;
            end
            estado <= 76;
            trig <= 1'b0;
        end  
        76: begin
            if (echo == 1) begin
                counter <= counter + 1;
            end
            estado <= 77;
            trig <= 1'b0;
        end  
        77: begin
            if (echo == 1) begin
                counter <= counter + 1;
            end
            estado <= 78;
            trig <= 1'b0;
        end  
        78: begin
            if (echo == 1) begin
                counter <= counter + 1;
            end
            estado <= 79;
            trig <= 1'b0;
        end  
        79: begin
            if (echo == 1) begin
                counter <= counter + 1;
            end
            estado <= 80;
            trig <= 1'b0;
        end  
        80: begin
            if (echo == 1) begin
                counter <= counter + 1;
            end
            estado <= 81;
            trig <= 1'b0;
        end  
        81: begin
            if (echo == 1) begin
                counter <= counter + 1;
            end
            estado <= 82;
            trig <= 1'b0;
        end  
        82: begin
            if (echo == 1) begin
                counter <= counter + 1;
            end
            estado <= 83;
            trig <= 1'b0;
        end  
        83: begin
            if (echo == 1) begin
                counter <= counter + 1;
            end
            estado <= 84;
            trig <= 1'b0;
        end  
        84: begin
            if (echo == 1) begin
                counter <= counter + 1;
            end
            estado <= 85;
            trig <= 1'b0;
        end  
        85: begin
            if (echo == 1) begin
                counter <= counter + 1;
            end
            estado <= 86;
            trig <= 1'b0;
        end  
        86: begin
            if (echo == 1) begin
                counter <= counter + 1;
            end
            estado <= 87;
            trig <= 1'b0;
        end  
        87: begin
            if (echo == 1) begin
                counter <= counter + 1;
            end
            estado <= 88;
            trig <= 1'b0;
        end  
        88: begin
            if (echo == 1) begin
                counter <= counter + 1;
            end
            estado <= 89;
            trig <= 1'b0;
        end  
        89: begin
            if (echo == 1) begin
                counter <= counter + 1;
            end
            estado <= 90;
            trig <= 1'b0;
        end  
        90: begin
            if (echo == 1) begin
                counter <= counter + 1;
            end
            estado <= 91;
            trig <= 1'b0;
        end  
        91: begin
            if (echo == 1) begin
                counter <= counter + 1;
            end
            estado <= 92;
            trig <= 1'b0;
        end  
        92: begin
            if (echo == 1) begin
                counter <= counter + 1;
            end
            estado <= 93;
            trig <= 1'b0;
        end  
        93: begin
            if (echo == 1) begin
                counter <= counter + 1;
            end
            estado <= 94;
            trig <= 1'b0;
        end  
        94: begin
            if (echo == 1) begin
                counter <= counter + 1;
            end
            estado <= 95;
            trig <= 1'b0;
        end  
        95: begin
            if (echo == 1) begin
                counter <= counter + 1;
            end
            estado <= 96;
            trig <= 1'b0;
        end  
        96: begin
            if (echo == 1) begin
                counter <= counter + 1;
            end
            estado <= 97;
            trig <= 1'b0;
        end  
        97: begin
            if (echo == 1) begin
                counter <= counter + 1;
            end
            estado <= 98;
            trig <= 1'b0;
        end  
        98: begin
            if (echo == 1) begin
                counter <= counter + 1;
            end
            estado <= 99;
            trig <= 1'b0;
        end  
        99: begin
            if (echo == 1) begin
                counter <= counter + 1;
            end
            estado <= 100;
            trig <= 1'b0;
        end  
        100: begin
            duration=counter;
            estado <= 101;
            trig <= 1'b0;
        end
        101: begin
            counter<=0;
            estado <= 0;
            trig <= 1'b1;
        end
     endcase
    end
   endmodule 
```
==> out/notes.md <==
## Logic synthesis
• **biggest area consumer among synthesized cells** sky130_fd_sc_hd__edfxtp_1
• **number of enable flip-flop cells** 32
• **synthesis warning total** 1
• **summed instance area of the synthesized netlist** 3040 um2
• **MUX share of area** 0.986%
• **proportion of synthesized flip-flops having asynchronous set or reset** 0%
• **most common flop cell mapped by yosys** sky130_fd_sc_hd__edfxtp_1
• **sequential area share after synthesis** 36.2%
• **synthesized instance count** 348
• **average footprint of a synthesized cell** 8.75 um2
• **post-synthesis share of cell area spent on full adders, half adders and majority gates** 0.411%
• **top comb family, area** simple AND/OR/NAND/NOR gates
• **Largest cells by area** sky130_fd_sc_hd__edfxtp_1 (32%), sky130_fd_sc_hd__dfxtp_1 (4.6%), sky130_fd_sc_hd__a21oi_1 (3.5%), sky130_fd_sc_hd__o21ai_0 (3.0%), sky130_fd_sc_hd__buf_4 (3.0%)
• **area share of the leading cell type in the synthesized netlist** 31.6%
• **compound-cell area share of the yosys netlist** 22.3%
• **yosys stat cell total** 348
• **total cell area reported by yosys after synthesis** 3040 um2
• **count of state elements after synthesis** 39
• **area fraction in xor and xnor cells** 4.27%
• **library cells used by synthesis** 68
• **Basic Gates by Area** 28.2%

## Clock network
• **Clock Latency Late Sink** 0.29 ns
• **number of hold buffers added after CTS** 0
• **clock transition at the register clock pins on the worst setup and hold paths after CTS** 0.07 ns
• **CTS tree** done
• **post-CTS repair timing setup buffer count** 0
• **CTS resizes** 0
• **master cell of the clock root buffer** sky130_fd_sc_hd__clkbuf_8
• **number of H-tree levels** 2
• **number of clock sinks** 39
• **maximum buffer depth of the clock tree** 2
• **number of clock buffers inserted by TritonCTS** 5

## Floorplan
• **number of placement rows** 31
• **I/O pin count** 19
• **y dimension of the die** 89.2 um
• **die width** 89.2 um
• **Core ar.** 7290 um2
• **die outline area** 7960 um2
• **floorplan-stage core utilization** 41.7%

## Placed design
• **area of placed instances** 3220 um2
• **global placer's final weighted congestion** 0.950
• **post-DP HPWL** 4720 um
• **number of buffers inserted by port buffering** 17

## Global routing
• **overall fraction of global-route tracks in use** 19.9%
• **number of global-route vias before repair** 2344
• **met3 Resource Use GR** 3.75%
• **number of antenna violations at the first check in global routing** 0
• **Congestion Overflow GR** 0
• **global-route wire length before repair** 12100 um
• **GR met1 Demand/Resource** 32.1%
• **met2 routing resource usage after global routing** 28.5%
• **pin count of the biggest net entering global routing** 53
• **grt peak-use layer** met1

## Drt
• **via count normalized by instance count** 6.11
• **aggregate routed wire length** 7430 um
• **1st-pass router iterations** 6
• **DRT iter0 DRCs** 238
• **antenna violation net count after detailed routing** 0
• **DRC violation count after routing** 0
• **wire per inst** 16.6 um
• **Ant. Diodes** 0
• **DR vias** 2744

## Final timing
• **final sum of negative setup slack** 0 ns
• **Least-Margin Pin Slew** 0.651 ns
• **Slew Limit Headroom** 55.4%
• **final tally of hold violations** 0
• **Clock Skews** 0.00995 ns
• **upper clock frequency limit** 0.369 GHz
• **max-slew violation total from the final report** 0
• **crit share post-route** 48.3%
• **RSZ-0062 raised after global routing** no
• **crit path time final** 2.71 ns
• **final-report setup violation count** 0

## Min path
• **path type of the worst min-delay path** reg2reg
• **source of the worst hold timing path** counter[1]

## Worst setup path
• **Max FO, Critical Path** 52
• **Crit path arrival time** 2.73 ns
• **kind of end point of the critical path** flip-flop
• **reg2reg start** estado[6]
• **Worst Setup Path Type** reg2reg
• **data required time at the worst endpoint** 5.62 ns
• **crit start category** flip-flop
• **critical path startpoint** estado[6]

## Job
• **tally of OpenROAD warnings** 26
• **number of maximum-capacitance constraint violations** 0

## Power and ir drop
• **static leakage** 0.00102 uW
• **switching share of power** 21.7%
• **share of total power in the clock network** 33.9%
• **internal power of the cells** 421 uW
• **PwrDens** 163 nW/um2
• **switching power of the nets** 117 uW
• **part of the total power dissipated in combinational logic** 3.9%
• **sequential power share** 62.2%
• **worst supply voltage drop on vdd** 0.118 mV

## Cells and area
• **ratio of cells with drive above 1 in the final layout** 8.57%
• **area delta synth->final** 8.63%
• **commonest cells after routing, fill and taps aside** sky130_fd_sc_hd__edfxtp_1 (32), sky130_fd_sc_hd__nor2_1 (24), sky130_fd_sc_hd__nand2_1 (23)
• **most numerous logic cell after layout** sky130_fd_sc_hd__edfxtp_1
• **post-route cell area** 3310 um2

## Run status
• **result of the run** finished clean

-- registers in the layout, summed over array words and instances (netlist names) --
name,flops
counter,16
duration,16
estado,7
-- final timing paths --
check / end / slack (ns) / cells past startpoint
worst max-delay path: counter[5] / 2.89 / 7
worst max register to register: counter[5] / 2.89 / 7
worst min register to register: duration[1] / 0.50 / 0
worst min-delay path: duration[1] / 0.50 / 0
-- power by group through the flow --
stage	Clock (uW)	Sequential (uW)	Combinational, uW
finish	182	335	21.1
global route	199	336	24.2
CTS	189	335	21.2
-- metal layers --
layer	up-vias	wire length [um]
met5	-	0
met4	0	165
met3	17	702
met2	153	3280
met1	1244	3280
li1	1330	-
-- critical path, stage by stage, from the launching register on --
cell                        delay [ns]
sky130_fd_sc_hd__dfxtp_1          0.31
sky130_fd_sc_hd__buf_4            0.41
sky130_fd_sc_hd__or3b_2           0.22
sky130_fd_sc_hd__o22ai_1          0.07
sky130_fd_sc_hd__a311o_1          0.39
sky130_fd_sc_hd__a2111oi_0        0.62
sky130_fd_sc_hd__a31oi_2          0.15
sky130_fd_sc_hd__buf_4            0.24
-- metrics by stage --
stage,hold WS (ns),std cells,util (%),total power (uW),setup slack (ns)
after global routing,0.510,449,45.4,559,2.78
final,0.495,449,45.4,538,2.89
after floorplan,0.449,348,-,354,2.52
after CTS,0.498,449,45.4,544,2.92
after global placement,0.466,441,44.2,361,2.93
after detailed placement,0.479,441,44.2,362,2.94
-- cells by family after synthesis --
| family | Yosys count |
|---|---|
| XOR/XNOR | 14 |
| buffers and inverters | 41 |
| multiplexers | 3 |
| AND-OR/OR-AND | 100 |
| adder cells (fa/ha/maj) | 1 |
| AND/OR/NAND/NOR | 150 |
| flip-flops | 39 |
-- final cells by class --
class,count,area [um2]
Fill cell,713,3990
Multi-Input combinational cell,268,1720
Sequential cell,39,1100
Timing Repair Buffer,27,245
Tap cell,99,124
Clock buffer,6,72.6
Inverter,8,30.0
Clock inverter,2,12.5
-- cell usage after synthesis, drive strengths merged (4+ instances only) --
master / number
a21o: 4
a21oi: 21
a31oi: 9
buf: 31
dfxtp: 7
edfxtp: 32
inv: 8
nand2: 24
nand2b: 9
nand3: 15
nand4: 6
nor2: 24
nor2b: 13
nor3: 10
nor3b: 8
nor4: 4
o211ai: 6
o21ai: 19
o221ai: 4
o22ai: 5
or3: 10
or4: 6
xnor2: 9
xor2: 5
Power and IR drop assume default switching activity.
